===== flow/config.mk =====
export PLATFORM = sky130hd
export DESIGN_NAME = rx_uart
export DESIGN_NICKNAME = rx_uart
export VERILOG_FILES = /design/flow/design.v
export SDC_FILE = /design/flow/constraint.sdc
export NUM_CORES = 4
export LEC_CHECK = 1
export CORE_AREA = 10 10 90 90
export DIE_AREA = 0 0 100 100

===== flow/constraint.sdc =====
current_design rx_uart

set clk_period 2.4
set clk_io_pct 0.2

create_clock -name clk0 -period $clk_period [get_ports {clk}]

set non_clock_inputs [all_inputs -no_clocks]
set_input_delay [expr $clk_period * $clk_io_pct] -clock clk0 $non_clock_inputs
set_output_delay [expr $clk_period * $clk_io_pct] -clock clk0 [all_outputs]

===== flow/design.v =====
`timescale 1ns/1ps
module tx_uart
#(parameter CLKS_PER_BIT = 217)
 (
    input clk,
    input [7:0] in_data,
    input tx_dv,
    output tx_active,
    output reg tx_serial
);
    parameter IDLE         = 3'b000;
    parameter TX_START_BIT = 3'b001;
    parameter TX_DATA_BITS = 3'b010;
    parameter TX_STOP_BIT  = 3'b011;
    reg [2:0] TX_STATE = 0;
    reg [7:0] clk_counter = 0;
    reg [2:0] bit_index = 0;
    reg [7:0] TX_DATA = 0;
    reg tx_active = 0;
    always @(posedge clk) begin
        case (TX_STATE)
           IDLE :
                begin
                    tx_serial <= 1'b1;
                    clk_counter <= 1'b0;
                    bit_index <= 1'b0;
                    if (tx_dv == 1'b1)begin
                        tx_active <= 1'b1;
                        TX_DATA <= in_data;
                        TX_STATE <= TX_START_BIT;
                    end
                    else begin
                        TX_STATE <= IDLE;
                    end
                end 
            TX_START_BIT :
                begin
                    tx_serial <= 1'b0;
                    if (clk_counter < CLKS_PER_BIT-1) begin
                        clk_counter <= clk_counter + 1;
                        TX_STATE <= TX_START_BIT;
                    end
                    else begin
                        clk_counter <= 0;
                        TX_STATE <= TX_DATA_BITS;
                    end
                end
            TX_DATA_BITS :
                begin
                    tx_serial <= TX_DATA[bit_index];
                    if (clk_counter < CLKS_PER_BIT-1) begin
                        clk_counter <= clk_counter + 1;
                        TX_STATE <= TX_DATA_BITS; 
                    end
                    else begin
                        clk_counter <= 0;
                        if (bit_index < 7) begin
                            bit_index <= bit_index + 1;
                            TX_STATE <= TX_DATA_BITS;
                        end
                        else begin
                            bit_index <= 0;
                            TX_STATE <= TX_STOP_BIT;
                        end
                    end
                end
            TX_STOP_BIT :
                begin
                    tx_serial <= 1'b1;
                    if(clk_counter < CLKS_PER_BIT-1) begin
                        clk_counter <= clk_counter + 1;
                        TX_STATE <= TX_STOP_BIT;
                    end
                    else begin
                        tx_active <= 1'b0;
                        clk_counter <= 0;
                        TX_STATE <= IDLE;
                    end
                end
            default: 
                TX_STATE <= IDLE;
        endcase
    end
endmodule
module rx_uart
#(parameter CLKS_PER_BIT = 217)
(
    input clk,
    input rx_serial,
    output rx_dv,
    output rx_active,
    output [7:0] out_data
);
    parameter IDLE         = 3'b000;
    parameter RX_START_BIT = 3'b001;
    parameter RX_DATA_BITS = 3'b010;
    parameter RX_STOP_BIT  = 3'b011;
    reg [2:0] RX_STATE = 0;
    reg [7:0] clk_counter = 0;
    reg [2:0] rx_bit_index = 0;
    reg [7:0] RX_DATA = 0;
    reg rx_active = 0;
    always @(posedge clk) begin
        case (RX_STATE)
            IDLE : 
                begin
                    clk_counter <= 0;
                    rx_bit_index <= 0;
                    if (rx_serial == 1'b0) begin
                        rx_active <= 1'b1;
                        RX_STATE <= RX_START_BIT;
                    end
                    else begin
                        RX_STATE <= IDLE;
                    end
                end
            RX_START_BIT : 
                begin
                    if (clk_counter == (CLKS_PER_BIT-1)/2)begin
                        if (rx_serial == 1'b0) begin
                            clk_counter <= 0;
                            RX_STATE <= RX_DATA_BITS;
                        end
                        else begin
                            RX_STATE <= IDLE;
                        end
                    end
                    else begin
                        clk_counter <= clk_counter + 1;
                        RX_STATE <= RX_START_BIT;
                    end
                end
            RX_DATA_BITS :
                begin
                    if (clk_counter < CLKS_PER_BIT-1) begin
                        clk_counter <= clk_counter + 1;
                        RX_STATE <= RX_DATA_BITS;
                    end
                    else begin
                        clk_counter <= 0;
                        RX_DATA[rx_bit_index] <= rx_serial;
                        if(rx_bit_index < 7) begin
                            rx_bit_index <= rx_bit_index + 1;
                            RX_STATE <= RX_DATA_BITS;
                        end
                        else begin
                            rx_bit_index <= 0;
                            RX_STATE <= RX_STOP_BIT;
                        end
                    end
                end
            RX_STOP_BIT :
                begin
                    if (clk_counter < CLKS_PER_BIT-1) begin
                        clk_counter <= clk_counter + 1;
                        RX_STATE <= RX_STOP_BIT;
                    end
                    else begin
                        rx_active <= 0;
                        clk_counter <= 0;
                        RX_STATE <= IDLE;
                    end
                end
            default: 
                RX_STATE <= IDLE;
        endcase
    end
    assign out_data = RX_DATA;
endmodule
module UART_COM ();
    parameter CLKS_PER_BIT = 217;
    reg i_clock;
    reg r_tx_dv;
    reg [7:0] r_TX_Byte ;
    wire [7:0] w_RX_Byte;
    wire w_tx_serial;
    reg w_tx_active, w_rx_active;
    wire w_UART_Line;
    assign w_UART_Line = w_tx_active ? w_tx_serial : 1'b1;
    tx_uart #(.CLKS_PER_BIT(CLKS_PER_BIT)) tx_uart_Inst
    (
        .clk(i_clock),
        .tx_dv(r_tx_dv),
        .in_data(r_TX_Byte),
        .tx_active(w_tx_active),
        .tx_serial(w_tx_serial)
    );
    rx_uart #(.CLKS_PER_BIT(CLKS_PER_BIT)) rx_uart_Inst
    (
        .clk(i_clock),
        .out_data(w_RX_Byte),
        .rx_active(w_rx_active),
        .rx_serial(w_UART_Line)
    );
endmodule

===== flow/run.sh =====
#!/bin/bash
# OpenROAD 26Q1-2900-gdf79404cd8, Yosys 0.63+post, stock flow scripts
make -C /OpenROAD-flow-scripts/flow DESIGN_CONFIG=/design/flow/config.mk WORK_HOME=/design/flow/orfs finish

==> impl_metrics.yaml <==
# yosys + openroad results
die:
  core_um2: 6280
  die_w_um: 100
  floorplan.core_util: 0.200
  dieArea_um2: 10000
  num_rows: 29
  ioPinCount: 12
  die_y_um: 100
grt:
  grt_use_total: 0.0444
  grt_util_met1: 0.0630
  antenna_found_initial: 0
  grt_max_degree: 13
  met3_usage: 0.0167
  top_usage_layer: "met2"
  overflow: 0
  grtUsageMet2: 0.0677
  grt_pass1_wl_um: 3770
  grt_pass1_vias: 787
worst_setup_path:
  end_kind: "register"
  cpPeakStageDelay_ps: 460
  cpMaxStageDelayCell: "edfxtp_1"
  crit_type: "register to register"
  cp_cell_sequence: "inv_1 > ha_1 > xor2_1 > nor4b_1 > mux2_2"
  start_kind: "register"
  cp_max_fo: 6
  crit_required_ps: 2420
  crit_arrival_ps: 1930
detailed_routing:
  wl_um: 2190
  drt_first_pass_iters: 4
  n_antenna_cell: 0
  via_count: 836
  wl_per_cell_um: 11.1
  drc: 0
  drt-initial-drc-count: 20
  final_antenna_net_count: 0
  via_per_inst: 4.24
cts:
  clk_latency_ps: 260
  cts-root-buf: "clkbuf_8"
  cts_resized: 0
  cts.sinks: 22
  post-cts-setup-buffer-count: 0
  cts_hold_buffers: 0
  cts_buffer_depth: 2
  cts_buffers: 3
  cts_tree: "done"
  h-tree-depth: 1
  path_clk_slew_ps: 80
timing:
  max_freq_mhz: 523
  fin_skew_ps: 7.30
  relSlewSlack: 0.598
  layout_setup_ws_ps: 487
  tightest_slew_ps: 601
  holdWs_ps: 557
  report.final.slew_viol_count: 0
  fin_crit_ps: 1910
  setup_violations: 0
  hold_violations: 0
  grt_setup_unrepaired: "false"
  tns_ps: 0
  fin_crit_sh: 0.797
run:
  tool_warnings: 29
  max-cap-violations: 0
final_layout:
  lay_top_cells: "edfxtp_1, clkdlybuf4s50_1, nand2_1, nand3_1, ha_1"
  final_layout_size_suffix_gt1_frac: 0.108
  n_fill_cell: 662
  area_delta_synth_final_pct: 18.7
  final_common_cell: "edfxtp_1"
place:
  numPortBuffers: 10
  place_worst_setup_slack_ps: 495
  hpwl_um: 1620
  gp_congestion: 0.832
power:
  power_leakage_nw: 0.485
  power_w: 0.000646
  peakVddDrop_uv: 223
  powerDensity_nw_per_um2: 435
yosys:
  syn_inst: 108
  syn_area_um2: 1250
  yosys_warnings: 2
  yosysCellCount: 108
  ys_area_um2: 1250
  synthDistinctLibCells: 37
  ys_ff: 22
  ys_seq_share: 0.511
  avgSynthCellArea_um2: 11.6
run_status:
  status: "completed"
hold_path:
  hold_path.class: "register to register"
## state kept, by name (all words and copies together) (netlist names)
name          flops
rx_bit_index      3
rx_active         1
clk_counter       8
RX_STATE          2
RX_DATA           8
## synth_stat cells
cell type	n	area, um^2
and4_1	1	8.76
xnor2_1	3	26.3
or3_1	3	18.8
nor2b_1	1	6.26
nand4_1	1	6.26
clkbuf_1	2	7.51
o21ai_0	2	10.0
nand3_1	7	35.0
nor3b_1	1	7.51
o41ai_4	1	27.5
o21ai_2	1	8.76
o21bai_1	1	7.51
dfxtp_1	2	40.0
nor4_1	1	6.26
or2_1	1	6.26
o31ai_1	3	22.5
a22oi_1	3	22.5
inv_1	5	18.8
mux2_2	4	45.0
edfxtp_1	20	601
nand2_2	1	6.26
or4_1	3	22.5
buf_4	2	15.0
ha_1	6	75.1
nand2_1	9	33.8
and2_1	1	6.26
o2bb2ai_1	4	35.0
a21boi_1	1	7.51
nor3_1	1	5.00
xor2_1	3	26.3
a21oi_1	5	25.0
nor4b_1	2	17.5
nor2_1	3	11.3
nand2b_1	1	6.26
conb_1	1	3.75
nand3b_1	1	7.51
o41ai_2	1	16.3
## critical path, delay by kind of cell, from the launching register on
family	cells	cell delay, ps
XOR/XNOR	1	180
adder cells (fa/ha/maj)	1	220
buffers and inverters	1	110
flip-flops	1	460
multiplexers	1	370
AND/OR/NAND/NOR	1	320
## power breakdown
group | internal, W | switching, W | total [W]
sequential | 0.000411 | 0 | 0.000411
combinational | 0.00000207 | 0.00000299 | 0.00000506
clock | 0.000114 | 0.000116 | 0.000230
## worst paths after layout
| check | depth (start not counted) | slack, ps | start | to |
|---|---|---|---|---|
| worst max-delay path | 5 | 490 | rx_bit_index[1]$_SDFFCE_PP0P_ | RX_DATA[2]$_DFFE_PP_ |
| worst min-delay path | 1 | 560 | RX_STATE[0]$_DFF_P_ | rx_active$_DFFE_PP_ |
| worst max register to register | 5 | 490 | rx_bit_index[1]$_SDFFCE_PP0P_ | RX_DATA[2]$_DFFE_PP_ |
| worst min register to register | 1 | 560 | RX_STATE[0]$_DFF_P_ | rx_active$_DFFE_PP_ |
## cell type report
cell class / count / area, um^2 / area share
Tap cell: 77 / 96.3 / 0.0648
Clock inverter: 1 / 3.75 / 0.00253
Inverter: 5 / 18.8 / 0.0126
Clock buffer: 3 / 41.3 / 0.0278
Sequential cell: 22 / 641 / 0.431
Multi-Input combinational cell: 77 / 571 / 0.384
Timing Repair Buffer: 12 / 115 / 0.0774
## layer usage
metal  part of all wire  vias to the layer above
met3              0.053                        2
met4             0.0027                        0
met5                  0                        -
met2               0.44                       14
li1                   -                      432
met1               0.51                      388
## cell families (layout without fill, tap and decap cells)
| kind of cell | after synthesis | count (layout) | synth area share |
|---|---|---|---|
| multiplexers | 4 | 4 | 0.0360 |
| other | 1 | 1 | 0.00299 |
| flip-flops | 22 | 22 | 0.511 |
| AND/OR/NAND/NOR | 38 | 38 | 0.169 |
| adder cells (fa/ha/maj) | 6 | 6 | 0.0599 |
| XOR/XNOR | 6 | 6 | 0.0420 |
| AND-OR/OR-AND | 22 | 22 | 0.146 |
| buffers and inverters | 9 | 21 | 0.0330 |
## through the flow
step | instances | instance area [um^2] | utilization
after floorplan | 108 | 1250 | -
after global placement | 193 | 1440 | 0.230
after detailed placement | 193 | 1440 | 0.230
after CTS | 197 | 1490 | 0.237
after global routing | 197 | 1490 | 0.237
final | 197 | 1490 | 0.237
Power figures rest on the tool's default switching activity, not on a simulated workload.
