==> design/flow/design.v <==
`timescale 1ns/1ps
module dual_port_ram (
    clk, reset,
    rd_enb, rd_addr,
    wr_enb, wr_addr, 
    data_in, data_out 
);
parameter ram_width = 8 ;
parameter ram_depth = 256;
parameter addr_size = 8;
input clk, reset, rd_enb, wr_enb;
input [ram_width-1:0] data_in;
input [addr_size-1:0] rd_addr, wr_addr;
output reg [ram_width-1:0] data_out;
reg [ram_width-1:0] mem[ram_depth-1:0];
integer i;
always @(posedge clk) begin
    if (reset) begin
        for(i=0; i<ram_depth; i=i+1)
            mem[i] <= 0;
    end
    else begin
        if (wr_enb) begin
            mem[wr_addr] <= data_in;
        end
        if (rd_enb) begin
            data_out <= mem[rd_addr];
        end
    end
end
endmodule
==> design/flow/run.sh <==
#!/bin/bash
# OpenROAD 26Q1-2900-gdf79404cd8, Yosys 0.63+post, stock flow scripts
make -C /OpenROAD-flow-scripts/flow DESIGN_CONFIG=/design/flow/config.mk WORK_HOME=/design/flow/orfs finish
==> design/flow/config.mk <==
export PLATFORM = sky130hd
export DESIGN_NAME = dual_port_ram
export DESIGN_NICKNAME = dual_port_ram
export VERILOG_FILES = /design/flow/design.v
export SDC_FILE = /design/flow/constraint.sdc
export NUM_CORES = 4
export LEC_CHECK = 1
export CORE_UTILIZATION = 30
==> design/flow/constraint.sdc <==
current_design dual_port_ram

set clk_period 15.4
set clk_io_pct 0.2

create_clock -name clk0 -period $clk_period [get_ports {clk}]

set non_clock_inputs [all_inputs -no_clocks]
set_input_delay [expr $clk_period * $clk_io_pct] -clock clk0 $non_clock_inputs
set_output_delay [expr $clk_period * $clk_io_pct] -clock clk0 [all_outputs]
==> flow_summary.yaml <==
# synthesis and place-and-route metrics
status:
  status: "finished clean"
global_routing:
  grtUsageTotal_pct: 17.4
  first_global_vias: 56595
  grt-ovfl-total: 0
  grt_antenna_before_repair: 21
  first_pass_grt_wire_length_um: 386000
  grt_start_max_net_pins: 120
synth:
  synth_warnings: 1
  ys_seq_share_pct: 64.7
  xor_share_pct: 0
  cell_count_listed_in_synth_stat_txt: 6377
  synth_flops: 2056
  synthMuxAreaShare_pct: 11.9
  simple_gate_area_share_pct: 17.2
  aoi_share_pct: 3.42
  top_logic_kind: "simple AND/OR/NAND/NOR gates"
  synthesis.instances: 6377
  synth.lib_cells_used.distinct: 75
  edf_count: 2056
  mappedNetlistArea_um2: 95400
  fa_ha_area_share_pct: 0
  synth-async-reset-ratio_pct: 0
  yosysChipArea_um2: 95400
  dominantRegCellSynth: "sky130_fd_sc_hd__edfxtp_1"
  syn_avg_cell_area_um2: 15.0
worst_setup_path:
  crit_path_top_delay_cell: "sky130_fd_sc_hd__buf_4"
  crit_start: "rd_addr[0]"
  timing.critical_path.required_ns: 15.99
  max_stage_delay_ns: 0.62
  critical_path.startpoint_type: "input pin"
  critical_path.cell_chain: "buf_8, buf_4, buf_12, buf_4, buf_4, mux4_2, a22o_1, o21ai_0, nand3_1, o22ai_1, a211oi_2"
  reg2reg_from: "mem[202][4]"
  cpMostUsedCell: "sky130_fd_sc_hd__buf_4"
  reg2reg_slack_ns: 12.35
  timing.critical_path.to_type: "register"
  critPathKind: "in2reg"
  critPathArrivalTime_ns: 7.86
  critical_path_peak_fanout: 64
timing:
  grt_setup_unrepaired: "no"
  worst_slew_margin_rel_pct: 19.4
  max_freq_ghz: 0.137
  fin_setup_tns_ns: 0
  final.min_clock_period_ns: 7.27
  tightest_slew_ns: 1.20
  report.final.slew_viol_count: 0
  min_period_over_period_pct: 47.2
  worst_hold_slack_ns: 0.848
  finalClockSkew_ns: 0.0685
  final_hold_viol_count: 0
  setup_viol: 0
detailed_routing:
  drc_errors: 0
  first_pass_iters: 9
  finalWirelength_um: 264000
  avgViaCountPerCell: 4.98
  dr.first_iter.drc_count: 3334
  ant_nets: 0
  num_vias: 52660
  average_detailed_routed_wire_length_per_instance_um: 25.0
clocking:
  cts_tree: "built"
  post_cts_buffers: 0
  clkSinkCount: 2056
  clk_root_buffer_cell: "sky130_fd_sc_hd__clkbuf_16"
  cts_hold_repair.buffers: 0
  cts-htree-levels: 4
  cts-root-to-sink-buffers: 4
  cts_repair_resize_count: 0
  worst_skew_late_latency_ns: 0.89
  clk_transition_reported_paths_ns: 0.07
  number_of_clock_buffers_inserted_by_tritoncts: 211
final_layout:
  proportion_of_layout_cells_with_a_drive_suffix_above_1_pct: 18.0
  area.growth.synth_to_final_pct: 11.2
  fin_cells: 10569
floorplan:
  rows: 206
  floorplan.die.width_um: 566
  initCoreUtil_pct: 30.2
  floorplan.die_area_um2: 320000
  die-height_um: 566
  core_area_um2: 316000
  num_io_pins: 36
pwr:
  pwr-share-comb_pct: 7.3
  seqPwrFrac_pct: 52.8
  vdd_ir_drop_max_v: 0.0000908
  p_int_mw: 9.48
  power.leakage_nw: 36.4
  netSwitchingFraction_pct: 23.0
  netSwitchingPower_mw: 2.83
  power_per_cell_area_nw_per_um2: 116
  part_of_the_power_in_the_clock_network_pct: 39.8
placement:
  gp_routability_congestion: 0.939
  io_buffers: 35
  place.detailed.hpwl_um: 167000
  dp_cells: 10185
hold_path:
  hold_class: "reg2reg"
  holdCritStartpoint: "mem[61][5]"
flow_run:
  warnings: 35
  cap_violations: 0
## power by group through the flow
| stage | combinational [mW] | sequential, mW | clock, mW |
|---|---|---|---|
| CTS | 0.909 | 6.51 | 4.99 |
| global route | 0.958 | 6.53 | 5.18 |
| finish | 0.903 | 6.50 | 4.90 |
## worst max-delay path, delay by kind of cell
kind            cells  cell delay (ns)
simple gates        1             0.25
compound gates      4             1.07
mux                 1             0.57
buf+inv             5             2.68
## sequential cells by signal, indices dropped and copies added (netlist names)
signal    flops
mem        2048
data_out      8
## cells by family (layout without fill, tap and decap cells)
logic type,Yosys count,in the layout
simple gates,2760,2760
buf+inv,531,554
other cells,0,9
flops,2056,2056
compound gates,450,450
mux,580,580
## cell usage after synthesis (all sizes together), types with 29 or more instances
cell / instances / area, um2
o22ai: 30 / 188
a21oi: 76 / 380
and3: 227 / 1420
or2: 232 / 1450
nand3: 29 / 145
nand2: 64 / 240
o221ai: 32 / 280
a22o: 30 / 263
mux2i: 131 / 1310
nor2: 270 / 1010
clkbuf: 390 / 1460
mux4: 442 / 9950
edfxtp: 2056 / 61700
and2: 1829 / 11400
a22oi: 146 / 1100
buf: 138 / 1170
## cell usage in the layout, fill, tap and decap left out, drive strengths merged, types with 8 or more instances in the layout
| master | netlist | layout |
|---|---|---|
| edfxtp | 2056 | 2056 |
| and2 | 1829 | 1829 |
| mux4 | 442 | 442 |
| nor2 | 270 | 270 |
| clkbuf | 390 | 246 |
| or2 | 232 | 232 |
| and3 | 227 | 227 |
| buf | 138 | 156 |
| a22oi | 146 | 146 |
| mux2i | 131 | 131 |
| clkinv | 0 | 101 |
| a21oi | 76 | 76 |
| nand2 | 64 | 64 |
| o221ai | 32 | 32 |
| a22o | 30 | 30 |
| o22ai | 30 | 30 |
| nand3 | 29 | 29 |
| o21ai | 28 | 28 |
| nor3 | 28 | 28 |
| a21o | 23 | 23 |
| nor2b | 23 | 23 |
| a221oi | 21 | 21 |
| clkdlybuf4s50 | 0 | 20 |
| a211oi | 15 | 15 |
| nand2b | 14 | 14 |
| nor4 | 14 | 14 |
| bufinv | 0 | 13 |
| nand4 | 11 | 11 |
| clkinvlp | 0 | 10 |
| diode | 0 | 9 |
| inv | 3 | 8 |
## final cells by class
cell class                      count  area, um2
Antenna cell                        9       22.5
Clock buffer                      246       5430
Clock inverter                    129       1050
Fill cell                       29560     210000
Inverter                            3       11.3
Multi-Input combinational cell   3790      31100
Sequential cell                  2056      61700
Tap cell                         4160       5200
Timing Repair Buffer              176       1530
## per-layer routing
layer | GRT usage [%] | vias to the layer above | wire, um
li1 | - | 23444 | -
met4 | 5.60 | 14 | 10500
met2 | 27.2 | 2440 | 126000
met5 | 0.149 | - | 139
met1 | 20.7 | 26249 | 93200
met3 | 9.91 | 513 | 34100
## per-stage QoR
| stage | setup slack [ns] | area [um2] | total power, mW | utilization (%) |
|---|---|---|---|---|
| floorplan | 10.32 | 95400 | 7.16 | - |
| global placement | 7.09 | 99600 | 7.52 | 31.5 |
| detailed placement | 7.17 | 99600 | 7.53 | 31.5 |
| CTS | 8.06 | 106000 | 12.4 | 33.6 |
| global route | 7.80 | 106000 | 12.7 | 33.6 |
| finish | 8.13 | 106000 | 12.3 | 33.6 |
## worst paths after layout
| check | end | depth (start not counted) |
|---|---|---|
| worst max-delay path | data_out[2] | 11 |
| worst max register to register | data_out[4] | 6 |
| worst min-delay path | data_out[5] | 4 |
| worst min register to register | data_out[5] | 4 |
Power figures rest on the tool's default switching activity, not on a simulated workload.
